==> flow/design.v <==
module submarine (
    input clk,
    input rstn,
    input [1:0] init_select,
    input select_valid,
    input [2:0] x,
    input [2:0] y,
    input cord_valid,
    output reg busy,
    output reg hit,
    output reg sink,
    output reg done
);
localparam WIDTH = 6;
reg [WIDTH*WIDTH - 1:0] matrix;
wire [5:0] index;
assign index = x*WIDTH + y;
localparam WAIT_FOR_COR = 2'b00;
localparam CHECK_SINK = 2'b01;
localparam CHECK_DONE = 2'b10;
reg [1:0] state;
reg [2:0] saved_x;
reg [2:0] saved_y;
wire some_exists;
wire [2:0] x_upper;
wire [2:0] x_lower;
wire [2:0] y_upper;
wire [2:0] y_lower;
assign x_upper = saved_x >= WIDTH ? saved_x : saved_x + 1;
assign x_lower = saved_x == 0 ?     saved_x : saved_x - 1;
assign y_upper = saved_y >= WIDTH ? saved_y : saved_y + 1;
assign y_lower = saved_y == 0 ?     saved_y : saved_y - 1; 
assign some_exists = matrix[x_upper * WIDTH + saved_y] | 
                     matrix[x_lower * WIDTH + saved_y] | 
                     matrix[saved_x * WIDTH + y_upper] | 
                     matrix[saved_x * WIDTH + y_lower];
reg [5:0] loop_i;
always @(posedge clk or negedge rstn) begin
    if (!rstn) begin
        busy <= 1'b0;
        hit <= 1'b0;
        sink <= 1'b0;
        done <= 1'b0;
        state <= WAIT_FOR_COR;
        saved_x <= 2'b0;
        saved_y <= 2'b0;
        loop_i <= {WIDTH{1'b0}};
        matrix <= {(WIDTH*WIDTH-1){1'b0}};
    end else begin
        if (select_valid) begin
            hit <= 1'b0;
            sink <= 1'b0;
            done <= 1'b0;
            state <= WAIT_FOR_COR;
            saved_x <= 2'b0;
            saved_y <= 2'b0;
            loop_i <= {WIDTH{1'b0}};
            case (init_select)
                2'b00: matrix <= 36'b000011_000001_000001_110010_000000_101100;
                2'b01: matrix <= 36'b001010_000001_000000_010111_000000_101100;
                2'b10: matrix <= 36'b010000_101000_000101_000000_101010_000010;
                2'b11: matrix <= 36'b000010_100000_001001_010100_100001_000100;
            endcase
        end else begin
            case (state) 
                WAIT_FOR_COR : begin
                    hit <= 1'b0;
                    sink <= 1'b0;
                    done <= 1'b0;
                    if (cord_valid && (index < WIDTH*WIDTH)) begin 
                            matrix[index] <= 1'b0;
                            if (matrix[index]) begin
                                busy <= 1'b1;
                                state <= CHECK_SINK;
                                state <= CHECK_DONE;
                                saved_x <= x;
                                saved_y <= y;
                            end
                    end
                end
                CHECK_SINK : begin
                    state <= WAIT_FOR_COR;
                    busy <= 1'b0;
                    if (~some_exists) begin
                        state <= CHECK_DONE;     
                        busy <= 1'b1;            
                    end else begin
                        hit <= 1'b1;             
                    end
                end
                CHECK_DONE : begin
                    if (loop_i == (WIDTH*WIDTH-1)) begin
                        done <= 1'b1;
                    end else if (matrix[loop_i] == 1'b0) begin
                        loop_i <= loop_i + 1;
                    end else begin
                        state <= WAIT_FOR_COR;
                        busy <= 1'b0;
                        sink <= 1'b1;  
                        sink <= 1'b0;
                    end
                end
            endcase
        end
    end
end
endmodule
==> flow/run.sh <==
#!/bin/bash
# OpenROAD 26Q1-2900-gdf79404cd8, Yosys 0.63+post, stock flow scripts
make -C /OpenROAD-flow-scripts/flow DESIGN_CONFIG=/design/flow/config.mk WORK_HOME=/design/flow/orfs finish
==> flow/config.mk <==
export PLATFORM = sky130hd
export DESIGN_NAME = submarine
export DESIGN_NICKNAME = submarine
export VERILOG_FILES = /design/flow/design.v
export SDC_FILE = /design/flow/constraint.sdc
export NUM_CORES = 4
export LEC_CHECK = 1
export CORE_UTILIZATION = 50
==> flow/constraint.sdc <==
current_design submarine

set clk_period 2.9
set clk_io_pct 0.2

create_clock -name clk0 -period $clk_period [get_ports {clk}]

set non_clock_inputs [all_inputs -no_clocks]
set_input_delay [expr $clk_period * $clk_io_pct] -clock clk0 $non_clock_inputs
set_output_delay [expr $clk_period * $clk_io_pct] -clock clk0 [all_outputs]
==> changes_impl.md <==
## Implementation

* Final instance area at between 0.004 and 0.005 mm2
* Max FO, Critical Path at 7
* Hold Path Class: primary input to asynchronous set/reset pin
* Final Hold Vio Count at 0
* XOR/XNOR Area Share at 2.57%
* Vias at ~2900
* Post-place instance area at 0.00385 mm2
* Ys async rst share at 100%
* Synth mux share at 15.2%
* Number of DRC markers in iteration 0 at ~170
* CTS Buf Count at 5
* Setup slack, reg-to-reg at between 150 and 200 ps
* Skew final at about 10 ps
* FF-to-FF path depth at 6
* Worst reg2reg startpoint: loop_i[0]$_DFFE_PN0P_
* Yosys Instances at between 300 and 400
* Seq share, synth at a little over a third
* H-Tree Depth at 2
* Fill cell count at slightly below 500
* Ant diodes at 0
* Share of cells above drive strength 1 at 32.8%
* Top logic family: AND-OR/OR-AND gates
* All-Layer GR Usage at a little under a third
* Top Layout Cells: buf_4, dfrtp_1, nand2_1
* Post-synthesis register bit count at around 46
* AO/OA Area Share at just under 20%
* Post-synth EDFFs at 0
* Tool warnings at 28
* Final core occ at about two thirds
* YS chip area at 0.00321 mm2
* Post-DP HPWL at 6980 um
* Fin crit period at between 2000 and 3000 ps
* Std cell rows at 28
* WP data required at a little over 3000 ps
* Final Max Tran Viols at 0
* DRT Wirelength at 9210 um
* Total of max-cap violations at 0
* Total die size at between 0.006 and 0.007 mm2
* WL/cell at slightly below 20 um
* Endpoint class of the critical path: register
* Total power at 1.93 mW
* Vias in the first global route at 2843
* Ports at 16
* Largest net degree at the start of global routing at 28
* Clock Sinks at between 40 and 50
* Post-layout period usage at a little over nine tenths
* Achievable frequency at ~0.36 GHz
* Most frequent logic cell in the layout: buf_4
* Final setup viols at 0
* Status: completed
* CORE AREA at 0.00606 mm2
* Unrepaired setup endpoints after global routing: no
* Max IR drop VDD at between 0.2 and 0.3 mV
* Pre-antenna DRT Iters at 5
* Max transition margin at between 50% and 60%
* ANT nets after route at 0
* Syn avg cell area at ~9.9 um2
* Initial Util at a little over half
* Synthesized instance count at between 300 and 400
* # DRC at 0
* Post-DR vias/cell at approximately 6.1
* Routability cong. at approximately 1
* Pwr dens at between 400 and 500 mW/mm2
* Crit path arrival time at between 3000 and 4000 ps
* Area growth syn-to-layout at 24.8%
* Warnings from Yosys at 1
* Distinct cells, synth at a little over 70
* Place WS at -608 ps
* Antenna violations before repair at 0
* Die Height at 82.1 um
* Port Buffers at 13
* CTS tree: built
* P_leak at approximately 1.8 nW
* Crit. Startpoint: y[2]
* Final worst slack at 91.5 ps
* Grt ovf at 0
* Post-Syn Area at around 0.0032 mm2
* Worst R2R End: loop_i[0]$_DFFE_PN0P_
* First-pass GRT wire length at around 15000 um
* CP Class: primary input to register
* Worst slew pin tran at 618 ps
* Yosys adder share at under 10%
* Simple-Gate Fraction of Synth Area at around 17%
* Clk ins delay skew pair at 310 ps
* Ys flop type: dfrtp_1
* CTS Buffer Depth at 2
* Root Buffer: clkbuf_8
* Critical Path Sink: matrix[18]$_DFFE_PN0P_
* CP startpoint kind: primary input
* Die Span X at about 82 um
* Clock-pin slew on the worst setup and hold paths at roughly 100 ps
==> kinds of logic (layout without fill, tap and decap cells) <==
family                   count (synthesis)  count (layout)
adder cells (fa/ha/maj)                  9               9
multiplexers                            28              28
AND-OR/OR-AND                           90              90
flip-flops                              46              46
AND/OR/NAND/NOR                        104             104
buffers and inverters                   40             110
XOR/XNOR                                 7               7
other                                    1               2
==> synth_stat cells (all sizes together), types with 4 or more instances <==
| cell type | number | area (um2) |
|---|---|---|
| mux2i | 6 | 60.1 |
| a21oi | 23 | 115 |
| a311oi | 7 | 61.3 |
| ha | 7 | 87.6 |
| nand4 | 5 | 31.3 |
| a21boi | 4 | 30.0 |
| inv | 20 | 75.1 |
| mux4 | 16 | 360 |
| and2 | 4 | 27.5 |
| xnor2 | 4 | 35.0 |
| nor2 | 27 | 101 |
| mux2 | 6 | 67.6 |
| nor2b | 5 | 31.3 |
| nor3 | 8 | 45.0 |
| o21ai | 11 | 55.1 |
| a31oi | 13 | 81.3 |
| buf | 10 | 80.1 |
| nand2 | 31 | 116 |
| dfrtp | 45 | 1130 |
| nand3 | 5 | 25.0 |
| clkbuf | 10 | 37.5 |
==> sequential cells by signal, summed over array words and instances, names as in the netlist <==
| register | count |
|---|---|
| busy | 1 |
| done | 1 |
| loop_i | 6 |
| matrix | 36 |
| state | 2 |
==> metrics by stage <==
step,hold slack (ps),cells,setup TNS (ps)
4_1_cts,232,469,0
6_report,221,471,0
3_3_place_gp,504,459,-19770
5_1_grt,248,471,0
2_1_floorplan,284,326,-86.7
3_5_place_dp,507,459,-20360
==> report_power, final <==
group	switching [mW]	internal, mW
Clock	0.237	0.170
Combinational	0.385	0.397
Sequential	0.0540	0.683
==> worst min-delay path by stage <==
stage	startpoint	endpoint	slack [ps]	cells after the start
final	rstn	matrix[0]$_DFFE_PN0P_	220	1
after global routing	rstn	done$_DFFE_PN0P_	250	1
after CTS	rstn	matrix[0]$_DFFE_PN0P_	230	1
==> what timing repair did <==
item / 4_1_cts / 5_1_grt
resized: 10 / 9
setup endpoints to repair: 38 / 31
hold buffers: 0 / 0
gates cloned: 0 / 0
setup buffers: 2 / 2
pin swaps: 7 / 5
==> area by class of cell <==
| cell class | count | area, um2 | share of cell area, % |
|---|---|---|---|
| Clock buffer | 5 | 68.8 | 1.72 |
| Tap cell | 75 | 93.8 | 2.34 |
| Sequential cell | 46 | 1150 | 28.8 |
| Clock inverter | 3 | 18.8 | 0.469 |
| Timing Repair Buffer | 82 | 651 | 16.3 |
| Inverter | 20 | 75.1 | 1.88 |
| Multi-Input combinational cell | 240 | 1940 | 48.6 |
==> routing by layer <==
metal | GRT usage [%] | part of all wire (%)
met1 | 46.7 | 43
met2 | 48.6 | 45
met3 | 9.92 | 8.9
met4 | 7.19 | 3.2
met5 | 0 | 0
==> worst max-delay path, stage by stage <==
cell,delay [ps]
clkdlybuf4s50_1,460
fa_2,720
nor2b_2,80
buf_4,140
or2_2,320
nor4_1,370
a31oi_1,150
o21a_1,190
No activity file was given, so power comes from the tool's default toggle rates.
